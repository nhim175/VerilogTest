File: flow/config.mk
export PLATFORM = sky130hd
export DESIGN_NAME = fifo_mem
export DESIGN_NICKNAME = fifo_mem
export VERILOG_FILES = /design/flow/design.v
export SDC_FILE = /design/flow/constraint.sdc
export NUM_CORES = 4
export LEC_CHECK = 1
export CORE_UTILIZATION = 30
File: flow/constraint.sdc
current_design fifo_mem

set clk_period 5.5
set clk_io_pct 0.2

create_clock -name clk0 -period $clk_period [get_ports {i_clk}]

set non_clock_inputs [all_inputs -no_clocks]
set_input_delay [expr $clk_period * $clk_io_pct] -clock clk0 $non_clock_inputs
set_output_delay [expr $clk_period * $clk_io_pct] -clock clk0 [all_outputs]
File: flow/design.v
`timescale 1ns / 1ps
module fifo_mem(
     i_clk,
     i_rest,
     i_wen,
     i_ren,
     i_data,
     o_data,
     o_addrw,
     o_addrr
    );
parameter 	DATA_WIDTH=8; 
parameter	DATA_DEPTH=16;
parameter	UP_BIT    =4;
input wire									i_clk;
input wire									i_rest;
input wire									i_wen;
input wire									i_ren;
input wire		[DATA_WIDTH-1 : 0] 	i_data;
output wire		[DATA_WIDTH-1 : 0] 	o_data;
output wire		[UP_BIT-1:0]			o_addrw;
output wire		[UP_BIT-1:0]         o_addrr;
reg		[UP_BIT-1:0]			n_addrw;
reg		[UP_BIT-1:0]         n_addrr;
reg		[DATA_WIDTH-1 : 0]   fifo_mem [0:DATA_DEPTH-1];
reg		[DATA_WIDTH-1 : 0]   n_o_data;
assign o_addrw = n_addrw;
assign o_addrr = n_addrr;
assign o_data  = n_o_data;
always @ (posedge i_clk) begin
		if ( i_rest == 1'b1) begin
				n_addrw = 'd0;
				n_addrr = 'd0;
				n_o_data= 'd0;
		end
		else begin
				if (i_wen == 1'b1) begin
				  fifo_mem[n_addrw] = i_data;
				  if (n_addrw < DATA_DEPTH) begin
				   			n_addrw = n_addrw + 1;
              end
              else begin
                        n_addrw = 'd0;
              end
            end
            else begin
								n_addrw = n_addrw;
				end
				if ( i_ren == 1'b1) begin
				    n_o_data = fifo_mem [n_addrr];
					if (n_addrr < DATA_DEPTH) begin
				   			n_addrr = n_addrr + 1;
               end
               else begin
                        n_addrr = 'd0;
               end
            end
            else begin
								n_addrr = n_addrr;
				end
          end
end
endmodule
File: flow/run.sh
#!/bin/bash
# OpenROAD 26Q1-2900-gdf79404cd8, Yosys 0.63+post, stock flow scripts
make -C /OpenROAD-flow-scripts/flow DESIGN_CONFIG=/design/flow/config.mk WORK_HOME=/design/flow/orfs finish
==> results.json <==
{
  "hold_violations": 0,
  "dp_hpwl_mm": 12.7,
  "ys_types": 69,
  "critPathKind": "in2reg",
  "rsz0062_at_grt": "no",
  "synth_warnings": 2,
  "yosys_area_um2": 7550,
  "postCtsSetupBuffers": 0,
  "io_pins": 28,
  "fmax_ghz": 0.268,
  "cellLeakagePower_nw": 2.99,
  "antenna_found_initial": 0,
  "fillCellCount": 2334,
  "synthAoiAreaFrac_pct": 10.4,
  "hold_path.class": "reg2reg",
  "placed_area_um2": 8110,
  "xor_share_pct": 0.696,
  "routedWlPerCell_um": 20.6,
  "slew_viol_final": 0,
  "top_logic_kind": "multiplexers",
  "cts.repair.resized": 0,
  "grt_pass1_wl_mm": 29.2,
  "crit_path_max_fanout": 14,
  "min_period_ps": 3730,
  "total_power_mw": 3.06,
  "port-buffer-count": 27,
  "die_area_um2": 25800,
  "seq_power_share_pct": 44.6,
  "dieHeight_um": 161,
  "htree_levels": 4,
  "grt_usage_pct": 15.4,
  "slew_headroom_pct": 48.6,
  "finalSetupViolations": 0,
  "ff2ff_setup_slack_ps": 2240,
  "peakVddDrop_mv": 0.224,
  "critPathLaunchType": "input port",
  "vias": 4902,
  "syn_inst": 555,
  "die_w_um": 161,
  "worst-endpoint-required_ps": 5800,
  "ys_sh_adder_pct": 1.32,
  "first_global_vias": 4944,
  "arrival_ps": 4030,
  "yosysSeqAreaShare_pct": 55.1,
  "initCoreUtil_pct": 30.8,
  "reg2reg_depth": 8,
  "rows": 57,
  "edf_count": 128,
  "routabilityCongestion": 0.869,
  "ys_cells": 555,
  "postSynthAreaPerCell_um2": 13.6,
  "path_clk_slew_ps": 60,
  "reg2reg_from": "n_addrw[0]",
  "utilization_pct": 35.7,
  "clk_latency_ps": 420,
  "yosys-top-cells-area": "edfxtp_1, mux2_2, dfxtp_1",
  "cts_buffer_depth": 2,
  "netlist_top_cells_count": "edfxtp_1, mux2_2, nand2_1",
  "worst_slack_ps": 1770,
  "wirelength_mm": 18.6,
  "fin_cells": 906,
  "yosys.area.top_type": "edfxtp_1",
  "overflow": 0,
  "mux_share_pct": 19.7,
  "switching_share_pct": 23.7,
  "clock-sinks": 144,
  "dp_slack_ps": 1380,
  "flop_cell": "edfxtp_1",
  "drive_above_1_share_pct": 31.1,
  "ys_ff": 144,
  "placed_cells_incl_taps": 874,
  "net-switching-power_mw": 0.725,
  "area_growth_pct": 15.8,
  "cts_root_buf": "clkbuf_16",
  "r2r_end": "n_o_data[0]",
  "endpoint_kind": "register",
  "route.detailed.drc": 0,
  "logic_area_um2": 3190,
  "hp-start": "fifo_mem[13][4]",
  "pwr-share-clk_pct": 41.0,
  "skew_ps": 7.80,
  "drv_cap": 0,
  "intPower_mw": 2.34,
  "coreArea_um2": 24500,
  "outcome": "completed",
  "most_common_cell": "edfxtp_1",
  "vias_per_cell": 5.41,
  "whs_path_depth": 2,
  "power_frac_comb_pct": 14.5,
  "cts_hold_buf": 0,
  "period_used_pct": 67.8,
  "hold_path_end": "fifo_mem[13][4]",
  "grt_max_degree": 51,
  "holdWs_ps": 566,
  "drt-pass1-iter-count": 5,
  "antenna_cells": 0,
  "warnings": 31,
  "stdcell_area_um2": 8750,
  "flop_area_um2": 4160,
  "ys_sh_simple_pct": 10.1,
  "p_per_area_nw_per_um2": 350,
  "drt_iter0_markers": 378,
  "ant_nets": 0,
  "synthArstFlopShare_pct": 0,
  "setup-tns-final_ps": 0,
  "netlist_area_um2": 7550,
  "cts_tree": "built",
  "worstMarginPinSlew_ps": 768,
  "cts_inserted_buffers": 17,
  "top_area_share_pct": 50.9
}
-- worst max-delay path: stages --
cell and delay [ps]:
clkdlybuf4s50_1 780, or4b_1 500, a21oi_2 520, mux2_2 420, a22o_1 210, nor4_1 360, a21oi_1 120
-- power by group through the flow --
stage,combinational [mW],sequential (mW),clock [mW]
CTS,0.443,1.37,1.28
global route,0.482,1.38,1.32
finish,0.444,1.36,1.25
-- registers in the layout, indices dropped and copies added (netlist names) --
register and cells:
fifo_mem 128, n_addrr 4, n_addrw 4, n_o_data 8
-- layout by cell type, fill, tap and decap left out, types with 4 or more instances in the layout --
master and instances:
nor2b_1 9, mux2_2 120, o21ai_0 7, a221o_1 4
bufinv_16 5, xor2_1 4, a21o_1 4, and3_1 10
a22o_1 8, a21oi_1 10, mux2i_1 12, a221oi_1 10
clkdlybuf4s50_1 27, edfxtp_1 128, a22oi_1 8, and2_1 6
a32oi_1 9, buf_4 5, nand4_1 5, nor2_1 14
ha_1 8, nand3_1 9, clkbuf_16 17, inv_1 8
nand2_1 40, dfxtp_1 16
-- layout make-up --
class / instances / area share, %
tap: 324 / 4.63
inverter: 9 / 0.415
timing repair buffer: 32 / 3.52
clock buffer: 18 / 4.91
clock inverter: 14 / 2.43
sequential: 144 / 47.6
multi-input combinational: 365 / 36.5
-- worst max-delay path by stage --
stage / cells past startpoint / end / from / slack, ps
after global routing: 7 / n_o_data[0] / i_wen / 1600
final: 7 / n_o_data[0] / i_wen / 1770
after CTS: 7 / n_o_data[0] / i_wen / 1810
-- logic make-up (layout without fill, tap and decap cells) --
family | after synthesis | in the layout
AND-OR/OR-AND | 93 | 93
XOR/XNOR | 6 | 6
adder cells (fa/ha/maj) | 8 | 8
buffers and inverters | 46 | 73
flip-flops | 144 | 144
multiplexers | 133 | 133
AND/OR/NAND/NOR | 125 | 125
-- metal layers --
metal | wire length [µm] | GRT usage [%] | vias to the layer above
met4 | 520 | 4.03 | 0
met5 | 0 | 0 | -
met1 | 8280 | 22.1 | 2461
li1 | - | - | 2215
met3 | 1270 | 5.19 | 37
met2 | 8560 | 23.2 | 189
Power figures rest on the tool's default switching activity, not on a simulated workload.
